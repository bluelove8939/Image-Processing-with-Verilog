==> design.v <==
module convolution (
    input clk,
    input reset,
    input enable,
    input [7:0] pixel_1,
    input [7:0] pixel_2,
    input [7:0] pixel_3,
    input [7:0] pixel_4,
    input [7:0] pixel_5,
    input [7:0] pixel_6,
    input [7:0] pixel_7,
    input [7:0] pixel_8,
    input [7:0] pixel_9,
    input [8:0] kernel_1,
    input [8:0] kernel_2,
    input [8:0] kernel_3,
    input [8:0] kernel_4,
    input [8:0] kernel_5,
    input [8:0] kernel_6,
    input [8:0] kernel_7,
    input [8:0] kernel_8,
    input [8:0] kernel_9,
    output       data_rdy,
    output [7:0] data_out
);
reg        [3:0] count;
reg signed [8:0] pixel_sel;
reg signed [8:0] kernel_sel;
reg signed [17:0] sum;
reg [7:0] out;
reg       rdy;
wire [17:0] mul;
assign data_out = out;
assign data_rdy = rdy;
multiplier mul_unit (
    .num1(pixel_sel),
    .num2(kernel_sel),
    .out(mul)
);
always @(posedge clk or negedge reset) begin
    if (reset == 1'b0) begin
        count <= 4'd0;
        sum <= 18'd0;
        out <= 8'd0;
        rdy <= 1'b0;
    end else if (enable == 1'b1) begin
        if (count == 4'd0) begin
            count <= count + 4'd1;
            rdy <= 1'b0;
        end else if (count < 4'd9) begin
            sum <= sum + mul;
            count <= count + 4'd1;
        end else if (count == 4'd9) begin
            sum <= sum + mul;
            sum <= sum / 18'd9;
            if (sum > 18'd255)
                sum <= 18'd255;
            out <= sum[7:0];
            rdy <= 1'b1;
            count <= 4'd0;
        end
    end
end
always @(count,
         pixel_1, pixel_2, pixel_3, pixel_4, pixel_5, pixel_6, pixel_7, pixel_8, pixel_9,
         kernel_1, kernel_2, kernel_3, kernel_4, kernel_5, kernel_6, kernel_7, kernel_8, kernel_9)
    begin
    case (count)
        4'd0 : begin
            pixel_sel = {1'b0, pixel_1};
            kernel_sel = kernel_1;
        end
        4'd1 : begin
            pixel_sel = {1'b0, pixel_2};
            kernel_sel = kernel_2;
        end
        4'd2 : begin
            pixel_sel = {1'b0, pixel_3};
            kernel_sel = kernel_3;
        end
        4'd3 : begin
            pixel_sel = {1'b0, pixel_4};
            kernel_sel = kernel_4;
        end
        4'd4 : begin
            pixel_sel = {1'b0, pixel_5};
            kernel_sel = kernel_5;
        end
        4'd5 : begin
            pixel_sel = {1'b0, pixel_6};
            kernel_sel = kernel_6;
        end
        4'd6 : begin
            pixel_sel = {1'b0, pixel_7};
            kernel_sel = kernel_7;
        end
        4'd7 : begin
            pixel_sel = {1'b0, pixel_8};
            kernel_sel = kernel_8;
        end
        4'd8 : begin
            pixel_sel = {1'b0, pixel_9};
            kernel_sel = kernel_9;
        end
        default: begin
            pixel_sel = {1'b0, pixel_1};
            kernel_sel = kernel_1;
        end
    endcase
end
endmodule
module multiplier (
    input  [8:0]  num1,
    input  [8:0]  num2,
    output [17:0] out
);
reg [17:0] res;
assign out = res;
always @(*) begin
    res = num1 * num2;
end
endmodule
==> run.sh <==
#!/bin/bash
# OpenROAD 26Q1-2900-gdf79404cd8, Yosys 0.63+post, stock flow scripts
make -C /OpenROAD-flow-scripts/flow DESIGN_CONFIG=/design/flow/config.mk WORK_HOME=/design/flow/orfs finish
==> config.mk <==
export PLATFORM = sky130hd
export DESIGN_NAME = convolution
export DESIGN_NICKNAME = convolution
export VERILOG_FILES = /design/flow/design.v
export SDC_FILE = /design/flow/constraint.sdc
export NUM_CORES = 4
export LEC_CHECK = 1
export CORE_UTILIZATION = 40
==> constraint.sdc <==
current_design convolution

set clk_period 21.5
set clk_io_pct 0.2

create_clock -name clk0 -period $clk_period [get_ports {clk}]

set non_clock_inputs [all_inputs -no_clocks]
set_input_delay [expr $clk_period * $clk_io_pct] -clock clk0 $non_clock_inputs
set_output_delay [expr $clk_period * $clk_io_pct] -clock clk0 [all_outputs]
==> flow_summary_export.csv <==
group,metric,value,unit
sta,fin_tns_setup,0,ns
sta,setup_violations,0,
drt,drt-initial-drc-count,270,
layout,drive_gt1_share,5.59,%
drt,avgRoutedWirePerCell,16.8,µm
cts,clock_path_buffers,2,
synthesis,yosysTopAreaCell,"fa_1",
setup_path,worst-path-buf-inv,4,
placement,gp_congestion,0.944,
setup_path,crit_path_top_delay_cell,"a31oi_1",
sta,drv_slew,0,
synthesis,synth.area.top_cells,"fa_1 12%, dfrtp_1 11%, ha_1 11%, a22o_1 4.8%, inv_1 4.7%",
setup_path,critical_path_class,"input pin to flip-flop",
drt,drt-pass1-iter-count,4,
cts,h-tree-depth,2,
floorplanning,core,0.0175,mm²
cts,cts.repair.resized,0,
layout,ff_latch_area,776,µm²
sta,tightest_slew,0.856,ns
synthesis,syn_avg_cell_area,7.92,µm²
grt,grt_pass1_vias,6921,
synthesis,yosys_cells,914,
cts,cts_tree,"yes",
min_path,min_path_cells,2,
floorplanning,die_h,137,µm
sta,fin_crit,10.56,ns
grt,grt-ovfl-total,0,
synthesis,ys.flops,31,
synthesis,yosys_warnings,2,
floorplanning,dieWidth,137,µm
flow_run,drv_cap,0,
grt,antenna_found_initial,0,
drt,n_antenna_cell,0,
layout,fillerInstances,1646,
sta,rsz0062_at_grt,"false",
cts,root_buffer,"clkbuf_16",
synthesis,synthesis.instances,914,
drt,vias_per_cell,5.69,
setup_path,slowest_delay,0.71,ns
setup_path,r2r-start,"sum[17]",
sta,skew,0.00737,ns
min_path,min_to,"out[6]",
layout,comb_area,0.00595,mm²
floorplanning,chip_area,0.0186,mm²
floorplanning,row_count,48,
placement,preCtsSetupSlack,10.63,ns
cts,cts.sinks,31,
setup_path,critPathTopFamily,"AND-OR/OR-AND gates",
synthesis,syn_area,0.00724,mm²
placement,portBuffers,164,
outcome,status,"complete, no violations",
sta,finalCritPeriodShare,49.1,%
floorplanning,fp-utilization,41.4,%
sta,clock.fmax,94.7,MHz
synthesis,yosysUniqueCellTypes,90,
cts,clk_latency,0.29,ns
cts,cts_buffers,5,
sta,worst_slack,10.94,ns
grt,grt_pass1_wl,34.8,mm
layout,syn2layout_area_growth,28.1,%
setup_path,worstSetupEndpointType,"flip-flop",
synthesis,yosys_area,0.00724,mm²
synthesis,top_area_share,11.9,%
setup_path,crit_start,"pixel_4[2]",
drt,drc,0,
setup_path,critPathLaunchType,"input pin",
setup_path,r2r_slack,13.45,ns
cts,path_clk_slew,0.06,ns
synthesis,synth-main-ff-cell,"dfrtp_1",
setup_path,r2r_cells,27,
setup_path,crit_fanout,9,
cts,post_cts_buffers,0,
min_path,hp-class,"flip-flop to flip-flop",
synthesis,async_reset_ff_share,100,%
sta,finalHoldViolations,0,
drt,routed-via-count,7279,
grt,grt_max_degree,32,
synthesis,synth-edff-count,0,
sta,relSlewSlack,42.7,%
drt,wl,21.5,mm
setup_path,critPathRequiredTime,21.66,ns
floorplanning,ios,165,
min_path,hold_start,"out[6]",
cts,holdBufCountCts,0,
drt,ant_nets,0,
setup_path,cp_common_cell,"a21oi_1",
setup_path,critPathArrivalTime,10.72,ns
grt,grt_use_total,24.1,%
flow_run,warnings,30,
placement,hpwl,17.7,mm
setup_path,r2r-end,"sum[0]",
synthesis,ys_seq_share,10.7,%
==> worst min-delay path, delay by kind of cell (launching register included) <==
kind | cells | cell delay (ns)
compound gates | 1 | 0.06
flops | 1 | 0.34
simple gates | 1 | 0.04
==> flip-flops by register name, indices dropped and copies added (netlist names) <==
register,count
rdy,1
count,4
sum,18
out,8
==> cells by family after synthesis <==
logic type,Yosys count,synth area share (%)
AND-OR/OR-AND,332,35.3
XOR/XNOR,33,4.10
adder cells (fa/ha/maj),104,22.4
buffers and inverters,139,7.60
flip-flops,31,10.7
multiplexers,6,0.899
AND/OR/NAND/NOR,269,18.9
==> area by class of cell <==
cell class / count / share of cell area (%)
Clock buffer: 7 / 1.65
Multi-Input combinational cell: 744 / 64.1
Timing Repair Buffer: 181 / 19.1
Tap cell: 225 / 3.04
Sequential cell: 31 / 8.36
Clock inverter: 1 / 0.0809
Inverter: 91 / 3.68
==> cells in the final DEF (no fill, tap or decap), types with 17 or more instances in the layout <==
cell type / n
and2_1: 35
fa_1: 43
clkdlybuf4s50_1: 164
o21ai_0: 22
a31oi_1: 24
a21oi_1: 48
nand2_1: 79
buf_4: 17
a221oi_1: 35
inv_1: 90
xnor2_1: 29
nor2_1: 60
a22o_1: 40
o21bai_1: 21
ha_1: 61
dfrtp_1: 31
==> cell usage after synthesis, types with 6 or more instances <==
library cell,n
a211o_1,8
a211oi_1,9
a21o_1,8
a21oi_1,48
a221oi_1,35
a22o_1,40
a22oi_1,9
a31oi_1,24
and2_1,35
buf_2,7
clkbuf_1,34
dfrtp_1,31
fa_1,43
ha_1,61
inv_1,90
nand2_1,79
nand2b_1,13
nand3_1,12
nand4_1,6
nor2_1,60
nor2b_1,15
nor3_1,8
nor4_1,7
o211ai_1,7
o21a_1,7
o21ai_0,22
o21bai_1,21
o22ai_1,6
o31ai_1,9
o32a_1,6
xnor2_1,29
==> metal layers <==
layer  vias up  share of wire, %  global-route usage (%)
li1       3678                 -                       -
met1      3403                46                    34.9
met2       182                48                    39.6
met5         -                 0                       0
met3        16               4.6                    3.97
met4         0               1.2                    2.28
==> worst max path at each step <==
stage,end,cells past startpoint
CTS,sum[17],30
global route,sum[17],32
finish,sum[17],30
==> stage by stage <==
stage	cells	utilization, %	instance area (µm²)	hold WS [ns]
after global placement	1272	52.2	9110	0.468
after global routing	1280	53.1	9280	0.526
after floorplan	914	-	7240	0.426
final	1280	53.1	9280	0.481
after CTS	1280	53.1	9280	0.485
after detailed placement	1272	52.2	9110	0.474
